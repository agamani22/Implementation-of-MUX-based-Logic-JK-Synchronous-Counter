==> /design/flow/design.v <==
module mux_32to1(out,inp,sel);  
input [31:0] inp; 
input [4:0] sel;  
output out;  
wire [15:0] y;  
wire [7:0] x;  
wire [3:0] m;  
wire l0,l1;  
genvar i;  
generate for(i=0;i<16;i=i+1) 
   begin
   mux_2to1 inst0(y[i],inp[2*(i)+1],inp[2*i],sel[0]);
   end 
   endgenerate
generate for(i=0;i<8;i=i+1)
   begin
   mux_2to1 inst1(x[i],y[2*(i)+1],y[2*i],sel[1]);
   end 
   endgenerate
generate for(i=0;i<4;i=i+1)
   begin
   mux_2to1 inst2(m[i],x[2*(i)+1],x[2*i],sel[2]);
   end 
   endgenerate
mux_2to1 m1(l0,m[1],m[0],sel[3]);
mux_2to1 m2(l1,m[3],m[2],sel[3]);
mux_2to1 m3(out,l1,l0,sel[4]);
endmodule
module mux_2to1(OUT,I1,I0,Sel);
input I0,I1,Sel;
output OUT;
wire Sel_n;
wire y0,y1;
not(Sel_n,Sel);
nand(y0,I0,Sel_n);
nand(y1,I1,Sel);
nand(OUT,y0,y1);
endmodule
==> /design/flow/run.sh <==
#!/bin/bash
# OpenROAD 26Q1-2900-gdf79404cd8, Yosys 0.63+post, stock flow scripts
make -C /OpenROAD-flow-scripts/flow DESIGN_CONFIG=/design/flow/config.mk WORK_HOME=/design/flow/orfs finish
==> /design/flow/config.mk <==
export PLATFORM = sky130hd
export DESIGN_NAME = mux_32to1
export DESIGN_NICKNAME = mux_32to1
export VERILOG_FILES = /design/flow/design.v
export SDC_FILE = /design/flow/constraint.sdc
export NUM_CORES = 4
export LEC_CHECK = 1
export CORE_AREA = 10 10 70 70
export DIE_AREA = 0 0 80 80
==> /design/flow/constraint.sdc <==
current_design mux_32to1

set clk_period 2.9
set clk_io_pct 0.2

create_clock -name clk0 -period $clk_period

set non_clock_inputs [all_inputs -no_clocks]
set_input_delay [expr $clk_period * $clk_io_pct] -clock clk0 $non_clock_inputs
set_output_delay [expr $clk_period * $clk_io_pct] -clock clk0 [all_outputs]
==> results.txt <==
Entry: Yosys synthesis followed by OpenROAD place and route.

Floorplanning:
- In this run the count of I/O pins placed on the die edge is 38.
- The die is approximately 80 µm tall.
- The run puts the chip footprint at 6400 µm².
- The run gives the floorplan row count as 21.
- The run gives the core outline area as approximately 3400 µm².
- The run puts the die width at 80 µm.
- The run gives the share of the core filled by cells before placement as 9.52%.

Yosys:
- The run puts the cell count after synthesis at 41.
- The synthesis report lists the Yosys warning total as 0.
- The synthesized netlist has a Yosys-reported chip area of around 330 µm².
- Yosys attributes the largest share of cell area to mux2i_1, a22oi_1, nand2_1.
- The run gives the per-instance average area after synthesis as 7.93 µm².
- Summing every instance area after synthesis gives 325 µm².
- The run gives the part of the Yosys area used for sequential elements as 0%.
- After synthesis, the design contains just over 40 cells according to Yosys.
- The biggest area contributor in the post-synthesis netlist is mux2i_1.
- The number of different library cells used by synthesis comes to 15.
- The run puts the fraction of synthesized cell area taken by the top area cell type at 49.2%.

STA:
- The run puts the headroom to the max-slew limit at a little over four fifths.
- Setup repair after global routing left no endpoint under its margin.
- At the pin with the least slew margin, the transition time is between 0.2 and 0.25 ns.
- The run puts the number of max-slew violations in the final report at 0.
- Hold-check failures listed in the final report amount to 0.
- The run puts the final period utilization at 97.1%.
- Counting I/O delays and the setup requirement, the final critical path takes 2.82 ns.
- The run gives the timing-limited maximum frequency as 355 MHz.
- The run puts the final count of negative-setup-slack endpoints at 0.

Global route:
- The run gives the maximum number of pins on one net before global-route repair as 9.
- The run puts the via count of the first global-routing pass at ~470.
- The run gives the global-route wire length before repair as between 2000 and 2500 µm.
- The run gives the initial antenna violation count as 0.
- The run puts the overall routing resource usage at around 4.4%.
- The run gives the total congestion overflow as 0.

Cells and area:
- Per the run report, area growth between synthesis and finish was 142%.
- In the final layout, the share of cells above drive strength 1 is 8.64%.
- The run gives the non-filler instance count after layout as 127.
- Sequential cells placed in the final layout were counted as 0.
- The run gives the total of clock buffers placed in the layout as 0.
- Fill cells in the final layout number 380.
- In the layout the commonest cells are clkdlybuf4s50_1, mux2i_1, nand2_1.
- The most common logic cell in the final layout is clkdlybuf4s50_1.
- The run puts the area of the multi-input gates at 304 µm².
- The run gives the total area of sequential cells as 0 µm².

Flow run:
- The run puts the tally of OpenROAD warnings at 32.
- The run gives the max capacitance violation total as 0.

Route:
- The run gives the count of routing violations after the opening detailed-route iteration as 22.
- The run puts the diode insertion count for antenna repair at 0.
- The run puts the number of nets still failing antenna checks after routing at 0.
- The script logs the mean routed wire length per placed instance as 11.8 µm.
- In the log, the iteration count for the first detailed-route pass is 4.
- The run puts the mean number of vias per cell at 3.53.
- The run gives the via count of the routed design as 448.
- For this block, the routed nets add up to about 1500 µm of wire.
- The run gives the DRC violation count after routing as 0.

Power:
- The run puts the leakage power total at between 0.0003 and 0.0004 µW.
- The run puts the ratio of total power to cell area at 127 nW/µm².
- The run puts the power consumption at 99.8 µW.
- The run puts the peak supply drop at 0.0321 mV.

Min path:
- The run gives the worst hold path class as in2out.

Setup path:
- The run puts the delay of the slowest cell on the worst path at roughly 0.43 ns.
- For this design, the slowest cell found on the critical path is clkdlybuf4s50_1.
- The run gives the type of the worst setup path as in2out.
- The run gives the startpoint kind of the worst setup timing path as an input port.
- STA classifies the critical path endpoint as an output port.
- Per the post-run analysis, buffers plus inverters along the critical path come to 3.
- The OpenROAD report gives the critical path a required time of 2.32 ns.
- Broken down by cell family, the worst path's largest delay share belongs to buffers and inverters.
- The run puts the highest net fanout along the worst path at 8.
- STA puts the critical path data arrival time at between 2 and 2.5 ns.
- Walking the worst path, the cells encountered are dlygate4sd2_1 -> buf_12 -> mux2i_1 -> a22oi_2 -> nand4b_1 -> a21oi_1 -> a311o_1 -> clkdlybuf4s50_1.

Place:
- The run puts the number of placed cells counting well taps at around 130.
- Per the placement log, port buffering inserted 38 buffers.
- Detailed placement finished with a half-perimeter wire length of approximately 1400 µm.
- RePlAce ended its routability-driven mode at a weighted congestion of 0.778.

Clock tree:
- The run gives the number of hold-repair buffers added at the cts stage as 0.

Outcome:
- The run finished with clean final reports.
==> area by class of cell <==
class | instances | share of cell area [%]
repair buffers | 42 | 54.1
multi-input cells | 39 | 38.6
well taps | 46 | 7.30
==> where the power goes <==
part	internal [µW]	switching, µW	leakage (µW)
logic	70.4	29.5	0.000326
clock network	0	0	0
registers	0	0	0
==> what timing repair did <==
item / 4_1_cts / 5_1_grt
buffers inserted: 1 / 1
setup endpoints to repair: 1 / 1
pin swaps: 1 / 0
resized: 4 / 3
==> worst min-delay path, delay by kind of cell <==
kind                   cells  cell delay (ns)
buffers and inverters      2             0.60
AND-OR/OR-AND              1             0.15
AND/OR/NAND/NOR            2             0.16
==> stage by stage <==
step / utilization (%) / instance area (µm²) / setup slack (ns) / hold WS (ns) / TNS (ns)
floorplan: - / 325 / 0.892 / 1.36 / 0
global placement: 22.2 / 759 / -0.239 / 2.36 / -0.239
detailed placement: 22.2 / 759 / -0.238 / 2.35 / -0.238
CTS: 22.6 / 772 / 0.0405 / 2.26 / 0
global route: 23.1 / 788 / 0.00373 / 2.13 / 0
finish: 23.1 / 788 / 0.0847 / 2.07 / 0
==> routing by layer <==
layer / track usage, % / vias up / wire length [µm]
li1: - / 240 / -
met1: 5.61 / 190 / 645
met2: 7.62 / 18 / 730
met3: 1.25 / 0 / 123
met4: 0 / 0 / 0
met5: 0 / - / 0
==> kinds of logic (layout without fill, tap and decap cells) <==
family,count (synthesis),in the layout,share of synthesized area [%]
mux,16,16,49.2
simple gates,14,14,21.9
compound gates,9,9,19.2
buf+inv,2,42,9.62
==> synthesized netlist by cell type <==
| cell | n |
|---|---|
| a211oi_1 | 1 |
| nand2_1 | 6 |
| and2_1 | 1 |
| nand3_1 | 2 |
| nand4b_1 | 1 |
| a311o_1 | 1 |
| nand2b_1 | 1 |
| nor2_1 | 1 |
| a22oi_1 | 4 |
| buf_12 | 1 |
| and2b_1 | 1 |
| buf_6 | 1 |
| mux2i_1 | 16 |
| a21oi_1 | 3 |
| nor2b_1 | 1 |
==> path summary, 6_finish.rpt <==
path,startpoint,end,depth (start not counted)
setup / recovery,sel[1],out,8
hold / removal,sel[0],out,5
Power figures rest on the tool's default switching activity, not on a simulated workload.
